## flow/design.v

```verilog
`timescale 1ns / 1ps
module top(
    input clk,
    input start,
    input [7:0] txin,
    output reg tx, 
    input rx,
    output [7:0] rxout,
    output rxdone, 
    output txdone
);
parameter clk_value = 100_000;
parameter baud = 9600;
parameter wait_count = clk_value / baud;
reg bitDone = 0;
integer count = 0;
parameter idle = 0, send = 1, check = 2;
reg [1:0] state = idle;
always@(posedge clk) begin
    if(state == idle) begin 
        count <= 0;
    end else begin
        if(count == wait_count) begin
            bitDone <= 1'b1;
            count   <= 0;  
        end else begin
            count   <= count + 1;
            bitDone <= 1'b0;  
        end    
    end
end
reg [9:0] txData;   
integer bitIndex = 0;
reg [9:0] shifttx = 0;
always@(posedge clk) begin
    case(state)
        idle: begin
            tx       <= 1'b1;
            txData   <= 0;
            bitIndex <= 0;
            shifttx  <= 0;
            if(start == 1'b1) begin
                txData <= {1'b1, txin, 1'b0};  
                state  <= send;
            end else begin
                state <= idle;
            end
        end
        send: begin
            tx      <= txData[bitIndex];
            state   <= check;
            shifttx <= {txData[bitIndex], shifttx[9:1]};
        end
        check: begin
            if(bitIndex <= 9) begin
                if(bitDone == 1'b1) begin
                    state <= send;
                    bitIndex <= bitIndex + 1;
                end
            end else begin
                state <= idle;
                bitIndex <= 0;
            end
        end
        default: state <= idle;
    endcase
end
assign txdone = (bitIndex == 9 && bitDone == 1'b1) ? 1'b1 : 1'b0;
integer rcount = 0;
integer rindex = 0;
parameter ridle = 0, rwait = 1, recv = 2;
reg [1:0] rstate = ridle;
reg [9:0] rxdata = 0;
always@(posedge clk) begin
    case(rstate)
        ridle: begin
            rxdata <= 0;
            rindex <= 0;
            rcount <= 0;
            if(rx == 1'b0) begin
                rstate <= rwait;
            end else begin
                rstate <= ridle;
            end
        end
        rwait: begin
            if(rcount < wait_count / 2) begin
                rcount <= rcount + 1;
                rstate <= rwait;
            end else begin
                rcount <= 0;
                rstate <= recv;
                rxdata <= {rxdata[8:0], rx};  
            end
        end
        recv: begin
            if(rindex <= 9) begin
                if(bitDone == 1'b1) begin
                    rindex <= rindex + 1;
                    rstate <= rwait;
                end
            end else begin
                rstate <= ridle;
                rindex <= 0;
            end
        end
        default: rstate <= ridle;
    endcase
end
assign rxout = rxdata[8:1];  
assign rxdone = (rindex == 9 && bitDone == 1'b1) ? 1'b1 : 1'b0;
endmodule
```

## flow/run.sh

```bash
#!/bin/bash
# OpenROAD 26Q1-2900-gdf79404cd8, Yosys 0.63+post, stock flow scripts
make -C /OpenROAD-flow-scripts/flow DESIGN_CONFIG=/design/flow/config.mk WORK_HOME=/design/flow/orfs finish
```

## flow/config.mk

```make
export PLATFORM = sky130hd
export DESIGN_NAME = top
export DESIGN_NICKNAME = top
export VERILOG_FILES = /design/flow/design.v
export SDC_FILE = /design/flow/constraint.sdc
export NUM_CORES = 4
export LEC_CHECK = 1
export CORE_UTILIZATION = 40
```

## flow/constraint.sdc

```tcl
current_design top

set clk_period 7.1
set clk_io_pct 0.2

create_clock -name clk0 -period $clk_period [get_ports {clk}]

set non_clock_inputs [all_inputs -no_clocks]
set_input_delay [expr $clk_period * $clk_io_pct] -clock clk0 $non_clock_inputs
set_output_delay [expr $clk_period * $clk_io_pct] -clock clk0 [all_outputs]
```

==> results.yml <==
# generated from flow reports
timing:
  finalSetupTns_ps: 0
  drv_slew: 0
  hold_viol_final: 0
  fin_crit_sh_pct: 51.6
  clock.fmax_ghz: 0.273
  fin_crit_ps: 3660
  rsz0062_at_grt: "false"
  slew_headroom_pct: 51.7
  tightest_slew_ps: 718
  clock_skew_ps: 11.0
  setup_viol: 0
min_path:
  hp-class: "reg2reg"
  whs_path_depth: 1
  min_delay_worst_endpoint: "count[0]"
  worstHoldStart: "count[0]"
floorplanning:
  dieHeight_um: 143
  die_area_sq_mm: 0.0205
  core_sq_mm: 0.0195
  design.portCount: 22
  num_rows: 51
  dieWidth_um: 143
  fp-utilization_pct: 40.8
routing:
  vias: 5406
  drt-initial-drc-count: 344
  first_pass_iters: 4
  drc: 0
  n_antenna_cell: 0
  routed_wl_mm: 14.6
  avgViaCountPerCell: 5.10
  wl_per_cell_um: 13.7
  antenna_left: 0
synthesis:
  synth_area_sq_mm: 0.00798
  yosysUniqueCellTypes: 51
  yosys_warnings: 1
  ys.flops: 152
  yosysChipArea_sq_mm: 0.00798
  ys_cells: 767
  avgSynthCellArea_sq_um: 10.4
  synthArstFlopShare_pct: 0
  edf_count: 120
  ff_type: "edfxtp_1"
  syn_inst: 767
  ys_seq_share_pct: 53.2
critical_path:
  cpMaxStageDelayCell: "clkdlybuf4s50_1"
  startpoint_type: "flop"
  critPathMaxStageDelay_ps: 520
  worstReg2RegEnd: "rstate[1]"
  reg2reg_from: "rindex[16]"
  crit_chain: "nor4_1, nand4_1, nor3_1, clkdlybuf4s50_1"
  end_kind: "primary output"
  crit_arrival_ps: 2240
  r2r_cells: 6
  critical_path_class: "reg2out"
  r2r_slack_ps: 4590
  worstPathRequired_ps: 5680
  cp_max_fo: 5
power:
  max-vdd-ir-drop_mv: 0.161
  leakage_uw: 0.00302
  power.density_mw_per_mm2: 360
final_layout:
  mostFrequentLayoutCell: "nor2_1"
  area_delta_synth_final_pct: 13.0
  flop_area_sq_mm: 0.00424
  drive_above_1_share_pct: 7.79
  fill_cells: 1826
  final_cell_mix: "nor2_1 (145), edfxtp_1 (120), xor2_1 (79), nand3_1 (51), nand4_1 (44)"
  logic_area_sq_mm: 0.00351
  instances_no_fill: 1061
clocking:
  cts_tree: "yes"
  cts_setup_buffers: 0
  cts_resized: 0
  postCtsHoldBufs: 0
  clock.latency.late_pin_ps: 420
  root_buffer: "clkbuf_16"
  cts.sinks: 152
  cts_max_path_buffers: 2
  numCtsBuffers: 17
  ctsHtreeMaxLevel: 4
  clk_pin_slew_ps: 70
global_route:
  grt_usage_pct: 16.2
  gr-total-overflow: 0
  grt_pass1_vias: 5276
  grt_start_max_net_pins: 35
  grt_pass1_wl_mm: 25.3
  antenna_found_initial: 0
place:
  gp_congestion: 0.831
  place_hpwl_mm: 9.34
  numPortBuffers: 21
  dp.cells: 1029
run:
  drv_cap: 0
  warning_count: 31
run_status:
  outcome: "finished clean"
==> worst max-delay path, delay by kind of cell (launching register included) <==
kind	cells	cell delay [ps]
buf+inv	1	520
simple gates	3	840
flops	1	460
==> cell families after synthesis <==
kind of cell / after synthesis / share of synthesized area (%)
simple gates: 409 / 27.0
flops: 152 / 53.2
xor+xnor: 118 / 13.0
buf+inv: 57 / 3.17
compound gates: 18 / 1.51
fa+ha+maj: 10 / 1.57
mux: 3 / 0.549
==> routing by layer <==
metal | part of all wire [%] | track usage (%) | wire (um) | vias to the layer above
met4 | 0.95 | 1.47 | 138 | 0
met1 | 51 | 26.4 | 7400 | 2530
met5 | 0 | 0 | 0 | -
li1 | - | - | - | 2787
met3 | 3.5 | 3.52 | 508 | 11
met2 | 45 | 24.2 | 6510 | 78
==> synthesized netlist by cell type, types with 3 or more instances <==
cell type | number | area [sq um]
inv_1 | 20 | 75.1
xnor2_1 | 39 | 342
a21oi_1 | 4 | 20.0
and3_2 | 3 | 22.5
dfxtp_1 | 32 | 641
ha_1 | 10 | 125
xor2_1 | 79 | 692
nor2_1 | 145 | 544
buf_2 | 5 | 25.0
edfxtp_1 | 120 | 3600
clkbuf_1 | 20 | 75.1
and3_1 | 22 | 138
nand4b_1 | 3 | 26.3
buf_4 | 8 | 60.1
and2_1 | 23 | 144
nor4_1 | 33 | 206
and4_1 | 13 | 114
nor4b_1 | 3 | 26.3
nand2_1 | 36 | 135
nor3_1 | 14 | 70.1
nand4_1 | 44 | 275
a31oi_1 | 3 | 18.8
nand3_1 | 51 | 255
==> worst max path at each step <==
| stage | cells past startpoint | startpoint | to | slack [ps] |
|---|---|---|---|---|
| CTS | 4 | rindex[16] | rxdone | 3370 |
| global route | 4 | rindex[16] | rxdone | 3260 |
| finish | 4 | bitIndex[28] | txdone | 3440 |
==> sequential cells by signal, summed over array words and instances, names as in the netlist <==
| register | count |
|---|---|
| txData | 9 |
| rcount | 32 |
| bitDone | 1 |
| bitIndex | 32 |
| tx | 1 |
| rxdata | 9 |
| rindex | 32 |
| rstate | 2 |
| state | 2 |
| count | 32 |
==> cell type report <==
class | instances | share of cell area [%]
sequential | 152 | 47.1
multi-input combinational | 558 | 39.0
clock buffer | 19 | 4.80
tap | 265 | 3.68
timing repair buffer | 34 | 3.41
clock inverter | 13 | 1.22
inverter | 20 | 0.833
==> power breakdown <==
| group | total, uW | leakage (uW) | internal (uW) | switching [uW] |
|---|---|---|---|---|
| sequential | 1700 | 0.00156 | 1360 | 337 |
| combinational | 706 | 0.00119 | 307 | 399 |
| clock | 843 | 0.000265 | 458 | 385 |
==> per-stage QoR <==
| step | util (%) | power, uW | setup WS [ps] | hold slack (ps) | cell area [sq um] |
|---|---|---|---|---|---|
| after floorplan | - | 2170 | 3830 | 453 | 7980 |
| after global placement | 43.4 | 2430 | 3850 | 483 | 8470 |
| after detailed placement | 43.4 | 2430 | 3850 | 493 | 8470 |
| after CTS | 46.2 | 3290 | 3370 | 509 | 9010 |
| after global routing | 46.2 | 3470 | 3260 | 549 | 9010 |
| final | 46.2 | 3250 | 3440 | 508 | 9010 |
Power is estimated from default activity; no workload was simulated.
